==> ./config.mk <==
export PLATFORM = sky130hd
export DESIGN_NAME = brittleBitMap
export DESIGN_NICKNAME = brittleBitMap
export VERILOG_FILES = /design/flow/design.v
export SDC_FILE = /design/flow/constraint.sdc
export NUM_CORES = 4
export LEC_CHECK = 1
export CORE_UTILIZATION = 30
==> ./run.sh <==
#!/bin/bash
# OpenROAD 26Q1-2900-gdf79404cd8, Yosys 0.63+post, stock flow scripts
make -C /OpenROAD-flow-scripts/flow DESIGN_CONFIG=/design/flow/config.mk WORK_HOME=/design/flow/orfs finish
==> ./constraint.sdc <==
current_design brittleBitMap

set clk_period 2.1
set clk_io_pct 0.2

create_clock -name clk0 -period $clk_period [get_ports {clk}]

set non_clock_inputs [all_inputs -no_clocks]
set_input_delay [expr $clk_period * $clk_io_pct] -clock clk0 $non_clock_inputs
set_output_delay [expr $clk_period * $clk_io_pct] -clock clk0 [all_outputs]
==> ./design.v <==
 module brittleBitMap (
                    input   logic   clk,
                    input   logic   resetN,
                    input logic [10:0] offsetX, 
                    input logic [10:0] offsetY,
                    input   logic   InsideRectangle,  
                    output  logic   drawingRequest,  
                    output  logic   [7:0] RGBout,   
                    output  logic   [3:0] HitEdgeCode  
 ) ;
parameter logic [7:0] TRANSPARENT_ENCODING = 8'h1C; 
logic[0:31][0:31][7:0] object_colors = {
    {8'h00,8'h00,8'h00,8'h00,8'h00,8'h00,8'h00,8'h00,8'h00,8'h00,8'h00,8'h00,8'h00,8'h00,8'h00,8'h00,8'h00,8'h00,8'h00,8'h00,8'h00,8'h00,8'h00,8'h00,8'h00,8'h00,8'h00,8'h00,8'h00,8'h00,8'h00,8'h00},
    {8'h00,8'h00,8'h00,8'h00,8'h00,8'h00,8'h00,8'h00,8'h00,8'h00,8'h00,8'h00,8'h00,8'h00,8'h00,8'h00,8'h00,8'h00,8'h00,8'h00,8'h00,8'h00,8'h00,8'h00,8'h00,8'h00,8'h00,8'h00,8'h00,8'h00,8'h00,8'h00},
    {8'hf8,8'hf8,8'he4,8'he5,8'he5,8'hed,8'he5,8'hcd,8'h00,8'h00,8'h00,8'hed,8'hed,8'he5,8'he5,8'he5,8'he5,8'he5,8'he5,8'he5,8'he5,8'he5,8'hed,8'h00,8'h00,8'h00,8'hcd,8'he5,8'he5,8'he5,8'he5,8'he5},
    {8'hf8,8'hf8,8'he4,8'he5,8'he5,8'he5,8'he5,8'hcd,8'h00,8'h00,8'h00,8'hed,8'he5,8'he5,8'he5,8'he5,8'he5,8'he5,8'he5,8'he5,8'he5,8'he5,8'hed,8'h00,8'h00,8'h00,8'hcd,8'he5,8'he5,8'he5,8'he5,8'he5},
    {8'he5,8'he5,8'he5,8'he5,8'hed,8'he5,8'h00,8'h00,8'h00,8'h00,8'h00,8'hed,8'he5,8'he5,8'he5,8'he5,8'he5,8'he5,8'he5,8'he5,8'he5,8'he5,8'hed,8'h00,8'h00,8'h00,8'hcd,8'he5,8'he5,8'he5,8'he5,8'he5},
    {8'he5,8'he5,8'he5,8'he4,8'he5,8'he5,8'h00,8'h00,8'h00,8'h00,8'h00,8'hed,8'he5,8'he5,8'he5,8'hed,8'hed,8'he5,8'hed,8'he5,8'he5,8'he5,8'hed,8'h00,8'h00,8'h00,8'hcd,8'he5,8'he5,8'he5,8'he5,8'he5},
    {8'he5,8'he5,8'he5,8'he5,8'h20,8'h00,8'he5,8'he4,8'he4,8'ha4,8'h00,8'hed,8'he5,8'he5,8'he5,8'h00,8'h00,8'h00,8'h00,8'he5,8'he5,8'h00,8'h00,8'h00,8'h00,8'h00,8'hcd,8'he5,8'he5,8'he5,8'h00,8'h00},
    {8'hed,8'hed,8'hed,8'hed,8'h00,8'h00,8'hed,8'hed,8'hed,8'ha4,8'h00,8'hcd,8'hcd,8'hed,8'hed,8'h00,8'h00,8'h00,8'h00,8'hed,8'hed,8'h00,8'h00,8'h00,8'h00,8'h00,8'had,8'hed,8'hed,8'hed,8'h00,8'h00},
    {8'h00,8'h00,8'h00,8'h00,8'h00,8'h00,8'h00,8'h00,8'h00,8'h00,8'h00,8'h00,8'h00,8'h00,8'h00,8'h00,8'h00,8'h00,8'h00,8'h00,8'h00,8'h00,8'h00,8'h00,8'h00,8'h00,8'h00,8'h00,8'h00,8'h00,8'h00,8'h00},
    {8'h60,8'h60,8'h00,8'h00,8'h60,8'h60,8'h60,8'h60,8'h60,8'h60,8'h60,8'h60,8'h60,8'h60,8'h60,8'h00,8'h00,8'h00,8'h00,8'h60,8'h60,8'h60,8'h60,8'h60,8'h60,8'h60,8'h60,8'h60,8'h60,8'h60,8'h00,8'h00},
    {8'hec,8'he5,8'h00,8'h00,8'he5,8'he5,8'he5,8'he5,8'he5,8'he5,8'he5,8'he5,8'he5,8'he5,8'he5,8'h00,8'h00,8'h00,8'h00,8'he5,8'he5,8'he5,8'he5,8'he5,8'he5,8'he5,8'he5,8'he5,8'he5,8'he5,8'h00,8'h00},
    {8'hec,8'he5,8'h00,8'h00,8'he5,8'he5,8'he5,8'hc5,8'ha4,8'ha4,8'he5,8'he5,8'he5,8'h84,8'h84,8'h00,8'h00,8'h00,8'h00,8'he5,8'he5,8'he5,8'he5,8'he5,8'he5,8'he5,8'he5,8'he5,8'he5,8'he5,8'h00,8'h00},
    {8'he5,8'he5,8'h00,8'h00,8'he5,8'he5,8'he5,8'hcd,8'h00,8'h84,8'he5,8'he5,8'he5,8'h20,8'h00,8'h00,8'h00,8'h00,8'h00,8'he5,8'he5,8'he5,8'he5,8'he5,8'he5,8'he5,8'he5,8'he5,8'he5,8'he5,8'h00,8'h00},
    {8'he5,8'he5,8'h00,8'h00,8'he5,8'he5,8'he5,8'hcd,8'h00,8'h20,8'h60,8'h60,8'h60,8'h00,8'h00,8'h00,8'h00,8'h00,8'h00,8'he5,8'he5,8'he5,8'hed,8'h60,8'h60,8'h60,8'h60,8'h60,8'h60,8'h60,8'h00,8'h00},
    {8'he5,8'he5,8'h00,8'h00,8'he5,8'he5,8'he5,8'hcd,8'h00,8'h00,8'h00,8'h00,8'h00,8'h00,8'h00,8'h00,8'h00,8'h00,8'h00,8'he5,8'he5,8'he5,8'hed,8'h00,8'h00,8'h00,8'h00,8'h00,8'h00,8'h00,8'h00,8'h00},
    {8'h00,8'h00,8'h00,8'h00,8'h00,8'h20,8'h20,8'h00,8'h00,8'h00,8'h00,8'h00,8'h00,8'h00,8'h00,8'h00,8'h00,8'h00,8'h00,8'h20,8'h20,8'h00,8'h00,8'h00,8'h00,8'h00,8'h00,8'h00,8'h00,8'h00,8'h00,8'h00},
    {8'h00,8'h00,8'h00,8'h00,8'h00,8'h00,8'h00,8'h00,8'h00,8'h00,8'h00,8'h00,8'h00,8'h00,8'h00,8'h00,8'h00,8'h00,8'h00,8'h00,8'h00,8'h00,8'h00,8'h00,8'h00,8'h00,8'h00,8'h00,8'h00,8'h00,8'h00,8'h00},
    {8'hf8,8'hf9,8'he4,8'he5,8'he5,8'he5,8'he5,8'hcd,8'h00,8'h00,8'h00,8'hed,8'he5,8'he5,8'he5,8'he5,8'he5,8'he5,8'he5,8'he5,8'he5,8'he5,8'hed,8'h00,8'h00,8'h00,8'hcd,8'he5,8'he5,8'he5,8'he5,8'he5},
    {8'hf8,8'hf8,8'he5,8'he5,8'he5,8'he5,8'he5,8'hcd,8'h00,8'h00,8'h00,8'hed,8'he5,8'he5,8'he5,8'he5,8'he5,8'he5,8'he5,8'he5,8'he5,8'he5,8'hed,8'h00,8'h00,8'h00,8'hcd,8'he5,8'he5,8'he5,8'he5,8'he5},
    {8'he4,8'he5,8'he5,8'hed,8'h00,8'h20,8'he5,8'hcd,8'h00,8'h00,8'h00,8'hed,8'he5,8'he5,8'he5,8'he5,8'he5,8'he5,8'he5,8'hed,8'he5,8'h00,8'h20,8'he5,8'hcd,8'h00,8'hcd,8'he5,8'h20,8'h00,8'h00,8'h00},
    {8'he5,8'he5,8'he4,8'hed,8'h00,8'h00,8'he5,8'hcd,8'h00,8'h00,8'h00,8'hed,8'he5,8'he5,8'he5,8'he5,8'he5,8'he5,8'he5,8'hed,8'he5,8'h00,8'h20,8'he5,8'hcd,8'h00,8'hcd,8'he5,8'h20,8'h00,8'h00,8'h00},
    {8'he5,8'he5,8'h00,8'h00,8'h00,8'h00,8'h00,8'h00,8'h00,8'h00,8'h00,8'hed,8'he5,8'he5,8'he5,8'h20,8'h00,8'h00,8'h00,8'h00,8'h00,8'h00,8'h00,8'h00,8'h00,8'h00,8'h00,8'h20,8'h00,8'h00,8'h00,8'h00},
    {8'he5,8'he5,8'h00,8'h00,8'h00,8'h00,8'h00,8'h00,8'h00,8'h00,8'h00,8'hed,8'he5,8'he5,8'he5,8'h00,8'h00,8'h00,8'h00,8'h00,8'h00,8'h00,8'h00,8'h00,8'h00,8'h00,8'h00,8'h00,8'h00,8'h00,8'h00,8'h00},
    {8'h00,8'h00,8'h00,8'h00,8'h00,8'h00,8'h00,8'h00,8'h00,8'h00,8'h00,8'h00,8'h00,8'h00,8'h00,8'h00,8'h00,8'h00,8'h00,8'h00,8'h00,8'h00,8'h00,8'h00,8'h00,8'h00,8'h00,8'h00,8'h00,8'h00,8'h00,8'h00},
    {8'h00,8'h00,8'h00,8'h00,8'h00,8'h00,8'h00,8'h00,8'h00,8'h00,8'h00,8'h00,8'h00,8'h00,8'h00,8'h00,8'h00,8'h00,8'h00,8'h00,8'h00,8'h00,8'h00,8'h00,8'h00,8'h00,8'h00,8'h00,8'h00,8'h00,8'h00,8'h00},
    {8'he5,8'he5,8'h00,8'h00,8'he5,8'he5,8'he5,8'he5,8'he5,8'he5,8'he5,8'he5,8'he5,8'he5,8'he5,8'h00,8'h00,8'h00,8'h00,8'he5,8'he5,8'he5,8'he5,8'he5,8'he5,8'he5,8'he5,8'he5,8'he5,8'he5,8'h00,8'h00},
    {8'he5,8'he5,8'h00,8'h00,8'he5,8'he5,8'he5,8'he5,8'he5,8'he5,8'he5,8'he5,8'he5,8'he5,8'he5,8'h00,8'h00,8'h00,8'h00,8'he5,8'he5,8'he5,8'he5,8'he5,8'he5,8'he5,8'he5,8'he5,8'he5,8'he5,8'h00,8'h20},
    {8'he5,8'he5,8'h00,8'h00,8'he5,8'he5,8'he5,8'he5,8'he5,8'he5,8'he5,8'he5,8'he5,8'he4,8'he5,8'h00,8'h00,8'h00,8'h00,8'he4,8'he5,8'he5,8'he5,8'he5,8'he5,8'he5,8'he5,8'he5,8'he5,8'he5,8'he5,8'he5},
    {8'he5,8'he5,8'h00,8'h00,8'he5,8'he5,8'he5,8'he5,8'hed,8'hed,8'hed,8'hed,8'hed,8'hed,8'hed,8'h00,8'h00,8'h00,8'h00,8'he5,8'he4,8'hed,8'hed,8'hed,8'hed,8'he5,8'hed,8'hed,8'hed,8'hed,8'hed,8'hed},
    {8'he5,8'he5,8'h00,8'h00,8'he5,8'he5,8'he5,8'hcd,8'h00,8'h00,8'h00,8'h00,8'h00,8'h00,8'h00,8'h00,8'h00,8'h00,8'h00,8'he5,8'he5,8'h00,8'h00,8'h00,8'h20,8'he5,8'h20,8'h00,8'h00,8'h00,8'h00,8'h00},
    {8'hcd,8'hcd,8'h00,8'h00,8'hed,8'hcd,8'hcd,8'had,8'h00,8'h00,8'h00,8'h00,8'h00,8'h00,8'h00,8'h00,8'h00,8'h00,8'h00,8'hed,8'hcd,8'h00,8'h00,8'h00,8'h20,8'hed,8'h20,8'h00,8'h00,8'h00,8'h00,8'h00},
    {8'h00,8'h00,8'h00,8'h00,8'h00,8'h00,8'h00,8'h00,8'h00,8'h00,8'h00,8'h00,8'h00,8'h00,8'h00,8'h00,8'h00,8'h00,8'h00,8'h00,8'h00,8'h00,8'h00,8'h00,8'h00,8'h00,8'h00,8'h00,8'h00,8'h00,8'h00,8'h00}};
 logic [0:3] [0:3] [3:0] hit_colors =
           {16'hC446,
            16'h8C62,
            16'h8932,
            16'h9113};
always_ff@(posedge clk or negedge resetN)
begin
    if(!resetN) begin
        RGBout <=   8'h00;
        HitEdgeCode <= 4'h0;
    end
    else begin
        RGBout <= TRANSPARENT_ENCODING ;  
        HitEdgeCode <= 4'h0;
        if (InsideRectangle == 1'b1 )
        begin  
            HitEdgeCode <= hit_colors[offsetY >> 3][offsetX >> 3 ];  
            RGBout <= object_colors[offsetY][offsetX];
        end
    end
end 
assign drawingRequest = (RGBout != TRANSPARENT_ENCODING ) ? 1'b1 : 1'b0 ;  
endmodule 
==> Changelog: implementation <==
## Implementation

* Final hold vios at 0
* Die width at 108 um
* Die Height at 108 um
* Gr usage total at 28.7%
* Largest net degree at the start of global routing at 28
* CP startpoint kind: primary input
* Post-synth EDFFs at 0
* Sum Neg Setup Slack at -5.11 ns
* Tool warning count at 32
* Leakage at 2.34 nW
* PwrDens at 512 nW/um2
* CP max FO at 4
* Final hold slack at 0.522 ns
* RSZ-0062 raised after global routing: true
* Cell Count, Final, Fillers Out at 804
* Async set-reset flop share out of synthesis at 100%
* Cells after Synth at 478
* Achievable Freq at 0.359 GHz
* Routed WL per cell at 20.1 um
* Die Size at 11600 um2
* Synth warnings at 1
* # fillers at 982
* Logic area at 3170 um2
* Top-area cell share at 8.23%
* Clk slew on worst S/H paths at 0.05 ns
* Ant diodes at 0
* TritonCTS clock tree: yes
* Pwr Total at 2.90 mW
* GPL Wtd Cong at 1.00
* Initial DRC count at 531
* Placed cell areas at 5000 um2
* Final HPWL DP at 12500 um
* Share of cells above drive strength 1 at 44.1%
* Top area cell types: dfrtp_1 8.2%, o21ai_0 6.4%, a21oi_1 5.5%
* Crit path DAT at 2.93 ns
* Worst Setup End Kind: flip-flop
* DR vias at 4799
* # DRC at 0
* Register area at 275 um2
* Dpl ws at -1.52 ns
* Outcome: finished with violations
* Register area share after synthesis at 8.23%
* Vias per cell at 5.97
* Clock Path Buffers at 2
* Area Overhead vs Synth at 69.5%
* Post-synth top cells: 43 x o21ai_0, 37 x a21oi_1, 34 x nor2_1, 27 x nand2_1, 23 x buf_2
* Violated checks: setup timing
* Top FF cell, synth: dfrtp_1
* Total of max-cap violations at 0
* CTS Buf Count at 3
* Routed WL at 16200 um
* Most frequent cell after synthesis: o21ai_0
* CTS root buffer: clkbuf_8
* Req. time, crit path at 2.25 ns
* WS Path Type: in -> reg
* Syn Std Cell Area at 3340 um2
* Row count at 38
* Grt total ovfl at 0
* First-pass GRT wire length at 24900 um
* Worst Hold Class: in -> async
* Yosys cell count at 478
* Syn Area/Cell at 6.99 um2
* CTS sink count at 11
* Final Cell Area at 5670 um2
* Floorplan Utilization at 30.8%
* Max Slew Vio Count at 0
* Period utilization at 133%
* Initial antenna violation count at 0
* Worst vdd ir at 0.375 mV
* Unique cell types at 88
* Drt pass-1 iters at 6
* CTS Hold Buffers Added at 0
* Final antenna-violating net count at 0
* Area leader, netlist: dfrtp_1
* Chip Area, Yosys at 3340 um2
* Synth flops at 11
* Core Util, Final at 52.3%
* Placed cell count at 779
* Final period demand of the worst path at 2.78 ns
* Core ar. at 10800 um2
* Number of global-route vias before repair at 4490
* Final tally of setup violations at 11
* # IOs at 38
* CTS H-tree depth at 1
* Final setup margin at -0.685 ns
* I/O Buffers at 32
-- state kept, by name (all words and copies together) (netlist names) --
signal and flops:
HitEdgeCode 4, RGBout 7
-- metal layers --
metal,track usage [%],part of all wire (%),up-vias
met2,44.7,44,300
met5,0,0,-
met4,6.07,2.4,0
met1,42.1,45,2245
li1,-,-,2219
met3,3.89,9.3,35
-- critical path, stage by stage --
cell       delay, ns
buf_12          0.09
inv_12          0.03
ha_4            0.25
inv_2           0.04
fa_2            0.62
buf_6           0.13
buf_6           0.10
nand2b_4        0.06
a2bb2oi_2       0.14
o32ai_2         0.09
a211o_1         0.35
a2111oi_4       0.34
a311oi_2        0.07
a211oi_2        0.20
-- cells by family (layout without fill, tap and decap cells) --
group,after synthesis,in the layout,synth area share [%]
adders and majority gates,12,12,4.94
xor gates and xnor gates,19,19,5.20
buffers and inverters,66,251,10.5
muxes,2,2,0.599
AOI/OAI and AO/OA,213,213,45.0
DFF,11,11,8.23
other,1,1,0.112
and+or+nand+nor,154,155,25.4
-- cell type report --
cell class / instances / area share (%)
tap: 140 / 3.09
sequential: 11 / 4.86
inverter: 20 / 1.81
clock buffer: 4 / 0.795
multi-input combinational: 402 / 56.0
timing repair buffer: 227 / 33.4
-- timing repair --
item                                    CTS  global route
gates cloned                              1             0
gates resized                            84            42
setup buffers                            16             7
pin swaps                                51            32
hold endpoints to repair                  0             0
endpoints found under the setup margin   11            11
-- how the worst max path moves through the flow --
stage                      start         to  slack [ns]  cells after the start
after CTS             offsetX[5]  RGBout[0]       -0.71                     14
final                 offsetX[6]  RGBout[0]       -0.68                     14
after global routing  offsetX[6]  RGBout[0]       -0.81                     14
-- power breakdown --
part / switching [mW] / internal [mW] / total, mW / leakage [nW]
clock network: 0.0700 / 0.132 / 0.202 / 0.0228
registers: 0.0135 / 0.243 / 0.257 / 0.143
logic: 1.27 / 1.17 / 2.44 / 2.17
total: 1.35 / 1.55 / 2.90 / 2.34
-- cells in the final DEF, fill, tap and decap left out, drive strengths merged, types with 7 or more instances in the layout --
| cell | n |
|---|---|
| a211oi | 8 |
| a21o | 9 |
| a21oi | 38 |
| a31oi | 16 |
| buf | 200 |
| clkdlybuf4s50 | 23 |
| dfrtp | 11 |
| ha | 10 |
| inv | 17 |
| nand2 | 27 |
| nand2b | 17 |
| nand3 | 16 |
| nand3b | 8 |
| nor2 | 36 |
| nor2b | 10 |
| nor3 | 13 |
| o211ai | 7 |
| o21ai | 45 |
| o22ai | 13 |
| o31ai | 10 |
| xnor2 | 14 |
No activity file was given, so power comes from the tool's default toggle rates.
