$ cat /design/flow/run.sh
#!/bin/bash
# OpenROAD 26Q1-2900-gdf79404cd8, Yosys 0.63+post, stock flow scripts
make -C /OpenROAD-flow-scripts/flow DESIGN_CONFIG=/design/flow/config.mk WORK_HOME=/design/flow/orfs finish
$ cat /design/flow/config.mk
export PLATFORM = sky130hd
export DESIGN_NAME = basicBitMap
export DESIGN_NICKNAME = basicBitMap
export VERILOG_FILES = /design/flow/design.v
export SDC_FILE = /design/flow/constraint.sdc
export NUM_CORES = 4
export LEC_CHECK = 1
export CORE_UTILIZATION = 40
$ cat /design/flow/constraint.sdc
current_design basicBitMap

set clk_period 1.3
set clk_io_pct 0.2

create_clock -name clk0 -period $clk_period [get_ports {clk}]

set non_clock_inputs [all_inputs -no_clocks]
set_input_delay [expr $clk_period * $clk_io_pct] -clock clk0 $non_clock_inputs
set_output_delay [expr $clk_period * $clk_io_pct] -clock clk0 [all_outputs]
$ cat /design/flow/design.v
 module basicBitMap (
                    input   logic   clk,
                    input   logic   resetN,
                    input logic [10:0] offsetX, 
                    input logic [10:0] offsetY,
                    input   logic   InsideRectangle,  
                    output  logic   drawingRequest,  
                    output  logic   [7:0] RGBout,   
                    output  logic   [3:0] HitEdgeCode  
 ) ;
parameter logic [7:0] TRANSPARENT_ENCODING = 8'h1C; 
logic[0:31][0:31][7:0] object_colors = {
    {8'h00,8'h00,8'h00,8'h00,8'h00,8'h00,8'h00,8'h00,8'h00,8'h00,8'h00,8'h00,8'h00,8'h00,8'h00,8'h00,8'h00,8'h00,8'h00,8'h00,8'h00,8'h00,8'h00,8'h00,8'h00,8'h00,8'h00,8'h00,8'h00,8'h00,8'h00,8'h00},
    {8'h00,8'h00,8'h00,8'h00,8'h00,8'h00,8'h00,8'h00,8'h00,8'h00,8'h00,8'h00,8'h00,8'h00,8'h00,8'h00,8'h00,8'h00,8'h00,8'h00,8'h00,8'h00,8'h00,8'h00,8'h00,8'h00,8'h00,8'h00,8'h00,8'h00,8'h00,8'h00},
    {8'hf8,8'hf8,8'hf8,8'hf8,8'hf8,8'hf9,8'he5,8'hed,8'h00,8'hf9,8'hf8,8'hf8,8'hf8,8'hf8,8'hf8,8'he5,8'hed,8'hf8,8'hf8,8'hf8,8'hf8,8'he5,8'hed,8'h00,8'h8c,8'hf8,8'hf8,8'hf8,8'hf8,8'hf8,8'he4,8'he5},
    {8'hf8,8'hf8,8'hf8,8'hf8,8'hf8,8'hf9,8'he5,8'hed,8'h00,8'hf9,8'hf8,8'hf9,8'hf9,8'hf8,8'hf9,8'he4,8'he5,8'hf9,8'hf9,8'hf8,8'hf9,8'he5,8'hed,8'h00,8'h8c,8'hf8,8'hf8,8'hf9,8'hf9,8'hf8,8'he4,8'he5},
    {8'he5,8'he5,8'he5,8'he5,8'he5,8'he5,8'he5,8'hed,8'h00,8'hf9,8'hf8,8'hec,8'he5,8'he5,8'he5,8'he5,8'he5,8'he5,8'he5,8'he5,8'he5,8'he5,8'hed,8'h00,8'h8c,8'hf8,8'hec,8'he5,8'he5,8'he5,8'he5,8'he5},
    {8'he5,8'he5,8'he5,8'he5,8'he5,8'he5,8'he5,8'hed,8'h00,8'hf5,8'hf9,8'hec,8'he5,8'he5,8'he5,8'he5,8'he5,8'he5,8'he5,8'he5,8'he5,8'he5,8'hed,8'h00,8'h8c,8'hf8,8'hec,8'he5,8'he5,8'he5,8'he5,8'hec},
    {8'he5,8'he5,8'he5,8'he5,8'he5,8'he5,8'he5,8'hed,8'h00,8'hcd,8'he5,8'he5,8'he5,8'he5,8'he5,8'he5,8'he5,8'he5,8'he5,8'he5,8'he5,8'he5,8'hed,8'h00,8'h8c,8'hf8,8'hf0,8'he5,8'he5,8'he5,8'he5,8'hec},
    {8'hed,8'hed,8'hed,8'hed,8'hed,8'hed,8'hed,8'hcd,8'h00,8'had,8'hed,8'hed,8'hed,8'hed,8'hed,8'hed,8'hed,8'hed,8'hed,8'hed,8'hed,8'hed,8'hcd,8'h00,8'h8c,8'hf9,8'hf1,8'hed,8'hed,8'hed,8'hed,8'hed},
    {8'h00,8'h00,8'h00,8'h00,8'h00,8'h00,8'h00,8'h00,8'h00,8'h00,8'h00,8'h00,8'h00,8'h00,8'h00,8'h00,8'h00,8'h00,8'h00,8'h00,8'h00,8'h00,8'h00,8'h00,8'h00,8'h00,8'h00,8'h00,8'h00,8'h00,8'h00,8'h00},
    {8'h00,8'h00,8'hf5,8'hf5,8'hcd,8'hcd,8'hf9,8'hf5,8'hcd,8'hf5,8'hf9,8'hf9,8'hf5,8'hcd,8'hcd,8'h00,8'h00,8'hf9,8'hf9,8'hf9,8'hf9,8'hf9,8'hf5,8'hcd,8'hd1,8'hf9,8'hf9,8'hf9,8'hcc,8'hcd,8'h00,8'h00},
    {8'h00,8'h00,8'hf8,8'hf9,8'he4,8'hec,8'hf8,8'hf9,8'he4,8'hf5,8'hf8,8'hf8,8'hf8,8'he5,8'he5,8'h00,8'h00,8'hf8,8'hf8,8'hf8,8'hf8,8'hf8,8'hf9,8'he5,8'hf0,8'hf8,8'hf8,8'hf8,8'hec,8'he5,8'h00,8'h00},
    {8'h00,8'h00,8'hf8,8'hf9,8'he4,8'he5,8'hec,8'hec,8'he5,8'hec,8'hec,8'hec,8'hec,8'he5,8'he5,8'h00,8'h00,8'hf8,8'hf8,8'hf8,8'hf8,8'hec,8'hec,8'he5,8'hec,8'hec,8'hec,8'hec,8'hec,8'he5,8'h00,8'h00},
    {8'h00,8'h00,8'hf8,8'hf9,8'he5,8'he5,8'he5,8'he5,8'he5,8'he5,8'he5,8'he5,8'he5,8'he5,8'he5,8'h00,8'h00,8'hf8,8'hf8,8'hf8,8'hf8,8'he5,8'he5,8'he5,8'he5,8'he5,8'he5,8'he5,8'he5,8'he5,8'h00,8'h00},
    {8'h00,8'h00,8'hf8,8'hf9,8'he5,8'he5,8'he5,8'he5,8'he5,8'he5,8'he5,8'he5,8'he5,8'he5,8'he5,8'h00,8'h00,8'hf8,8'hf8,8'he4,8'he4,8'he5,8'he5,8'he5,8'he5,8'he5,8'he5,8'he5,8'he5,8'he5,8'h00,8'h00},
    {8'h00,8'h00,8'hf8,8'hf9,8'he5,8'he5,8'he5,8'he5,8'he5,8'he5,8'he5,8'he5,8'he5,8'he5,8'he5,8'h00,8'h00,8'hf8,8'hf8,8'he4,8'he5,8'he5,8'he5,8'he5,8'he5,8'he5,8'he5,8'he5,8'he5,8'he5,8'h00,8'h00},
    {8'h00,8'h00,8'h00,8'h00,8'h00,8'h00,8'h00,8'h00,8'h00,8'h00,8'h00,8'h00,8'h00,8'h00,8'h00,8'h00,8'h00,8'h00,8'h00,8'h00,8'h00,8'h00,8'h00,8'h00,8'h00,8'h00,8'h00,8'h00,8'h00,8'h00,8'h00,8'h00},
    {8'h00,8'h00,8'h00,8'h00,8'h00,8'h00,8'h00,8'h00,8'h00,8'h00,8'h00,8'h00,8'h00,8'h00,8'h00,8'h00,8'h00,8'h00,8'h00,8'h00,8'h00,8'h00,8'h00,8'h00,8'h00,8'h00,8'h00,8'h00,8'h00,8'h00,8'h00,8'h00},
    {8'hec,8'he5,8'hf8,8'hf8,8'hf8,8'hf9,8'he5,8'hed,8'h00,8'hf9,8'hf8,8'hf8,8'hf8,8'hf8,8'hf8,8'hf8,8'hf8,8'hf8,8'hf8,8'hf8,8'hf9,8'he4,8'hed,8'h00,8'h8c,8'hf9,8'hf9,8'hf8,8'hf8,8'hf8,8'hed,8'hed},
    {8'hec,8'he5,8'hf8,8'hf8,8'hf8,8'hf9,8'he5,8'hed,8'h00,8'hf9,8'hf8,8'hf8,8'hf8,8'hf8,8'hf8,8'hf8,8'hf8,8'hf8,8'hf8,8'hf8,8'hf8,8'hed,8'hed,8'h00,8'h8c,8'hf8,8'hf8,8'hf8,8'hf8,8'hf8,8'he5,8'he5},
    {8'he5,8'he5,8'he5,8'he5,8'he5,8'he5,8'he5,8'hed,8'h00,8'hf9,8'hf8,8'hec,8'he5,8'he5,8'he5,8'he5,8'he5,8'he5,8'he5,8'he5,8'he5,8'he5,8'hed,8'h00,8'h8c,8'hf8,8'hed,8'he5,8'he5,8'he4,8'he4,8'he5},
    {8'he5,8'he5,8'he5,8'he5,8'he5,8'he5,8'he5,8'hed,8'h00,8'hf9,8'hf8,8'hec,8'he5,8'he5,8'he5,8'he5,8'he5,8'he5,8'he5,8'he5,8'he5,8'he5,8'hed,8'h00,8'h8c,8'hf8,8'hed,8'he5,8'he5,8'he5,8'hed,8'he5},
    {8'he5,8'he5,8'he5,8'he5,8'he5,8'he5,8'he5,8'hed,8'h00,8'hf9,8'hf8,8'hec,8'he5,8'he5,8'he5,8'he5,8'he5,8'he5,8'he5,8'he5,8'he5,8'he5,8'hed,8'h00,8'h84,8'he4,8'he5,8'he5,8'he5,8'he5,8'h00,8'h00},
    {8'hed,8'hed,8'hed,8'hed,8'hed,8'hed,8'he5,8'hcd,8'h00,8'hd5,8'hf9,8'hec,8'hed,8'hed,8'hed,8'hed,8'hed,8'hed,8'hed,8'hed,8'hed,8'hed,8'hed,8'h00,8'h64,8'hed,8'hed,8'hed,8'hed,8'hed,8'h00,8'h00},
    {8'h00,8'h00,8'h00,8'h00,8'h00,8'h00,8'h00,8'h00,8'h00,8'h00,8'h00,8'h00,8'h00,8'h00,8'h00,8'h00,8'h00,8'h00,8'h00,8'h00,8'h00,8'h00,8'h00,8'h00,8'h00,8'h00,8'h00,8'h00,8'h00,8'h00,8'h00,8'h00},
    {8'h00,8'h00,8'h8c,8'h8c,8'h8c,8'h8c,8'h8c,8'h8c,8'h84,8'h8c,8'h8c,8'h8c,8'h8c,8'h84,8'h84,8'h00,8'h00,8'h8c,8'h8c,8'h84,8'h84,8'h84,8'h84,8'h84,8'h8c,8'h8c,8'h8c,8'h8c,8'h64,8'h84,8'h00,8'h00},
    {8'h00,8'h00,8'hf8,8'hf8,8'hf8,8'hf8,8'hf8,8'hf9,8'he5,8'hf5,8'hf8,8'hf8,8'hf8,8'he5,8'he5,8'h00,8'h00,8'hf8,8'hf8,8'he5,8'he5,8'he5,8'he5,8'he5,8'hf0,8'hf8,8'hf8,8'hf8,8'hec,8'he5,8'h00,8'h00},
    {8'h00,8'h00,8'hf8,8'hf8,8'hf8,8'hf8,8'hf0,8'hed,8'he5,8'hed,8'hec,8'hec,8'hec,8'he5,8'he5,8'h00,8'h00,8'hf8,8'hf8,8'hf4,8'hf5,8'he5,8'he5,8'he5,8'hed,8'hec,8'hec,8'hec,8'he5,8'he5,8'h00,8'h00},
    {8'h00,8'h00,8'hf8,8'hf8,8'hf8,8'hf8,8'he5,8'he5,8'he5,8'he5,8'he5,8'he5,8'he5,8'he5,8'he5,8'h00,8'h00,8'hf8,8'hf8,8'hf8,8'hf8,8'he5,8'he5,8'he5,8'he5,8'he5,8'he5,8'he5,8'he5,8'he5,8'h00,8'h00},
    {8'h00,8'h00,8'hf8,8'hf8,8'hec,8'hec,8'he5,8'he5,8'he5,8'he5,8'he5,8'he5,8'he5,8'he5,8'he5,8'h00,8'h00,8'hf8,8'hf8,8'hec,8'hec,8'he5,8'he5,8'he5,8'he5,8'he5,8'he5,8'he5,8'he5,8'he5,8'h00,8'h00},
    {8'h00,8'h00,8'hf8,8'hf8,8'he5,8'he5,8'he5,8'he5,8'he5,8'he5,8'he5,8'he5,8'he5,8'he5,8'he5,8'h00,8'h00,8'hf8,8'hf8,8'he5,8'he5,8'he5,8'he5,8'he5,8'he5,8'he5,8'he5,8'he5,8'he5,8'he4,8'h20,8'h00},
    {8'h00,8'h00,8'h00,8'h00,8'h00,8'h00,8'h00,8'h00,8'h00,8'h00,8'h00,8'h00,8'h00,8'h00,8'h00,8'h00,8'h00,8'h00,8'h00,8'h00,8'h00,8'h00,8'h00,8'h00,8'h00,8'h00,8'h00,8'h00,8'h00,8'h00,8'h00,8'h00},
    {8'h00,8'h00,8'h00,8'h00,8'h00,8'h00,8'h00,8'h00,8'h00,8'h00,8'h00,8'h00,8'h00,8'h00,8'h00,8'h00,8'h00,8'h00,8'h00,8'h00,8'h00,8'h00,8'h00,8'h00,8'h00,8'h00,8'h00,8'h00,8'h00,8'h00,8'h00,8'h00}};
 logic [0:3] [0:3] [3:0] hit_colors =
           {16'hC446,
            16'h8C62,
            16'h8932,
            16'h9113};
always_ff@(posedge clk or negedge resetN)
begin
    if(!resetN) begin
        RGBout <=   8'h00;
        HitEdgeCode <= 4'h0;
    end
    else begin
        RGBout <= TRANSPARENT_ENCODING ;  
        HitEdgeCode <= 4'h0;
        if (InsideRectangle == 1'b1 )
        begin  
            HitEdgeCode <= hit_colors[offsetY >> 3][offsetX >> 3 ];  
            RGBout <= object_colors[offsetY][offsetX];
        end
    end
end 
assign drawingRequest = (RGBout != TRANSPARENT_ENCODING ) ? 1'b1 : 1'b0 ;  
endmodule 
==> run summary <==
crit path DAT: 3.60 ns
Worst Setup End Kind: register
clk buf depth: 2
P_leak: 2.898 nW
gr ovfl total: 0
Most common reg cell: dfrtp_1
GP Congestion: 1.098
final period utilization: 264.4%
fin area: 6872 um2
Site Rows: 35
peak supply drop: 0.0005119 V
worst slew pin tran: 0.8567 ns
setup ws final: -2.137 ns
CTS buffer count: 3
Cells after Synth: 602
yosys synthesis warning count: 1
yosys synthesis chip area: 3961 um2
WL per Instance: 25.70 um
Top Layout Cells: buf_4 (233), o21ai_0 (53), a21oi_1 (53), nor2_1 (40), nand2_1 (30)
vias in the first global route: 6,018
pre-CTS WS: -2.246 ns
Initial Util: 42.07%
Inserted Diodes: 0
highest-count logic cell in the final layout: buf_4
layout cell share with drive strength beyond 1: 44.91%
final WL: 24.77 mm
tool warnings: 32
Die H: 101.5 um
Max Slew Vio Count: 0
Fillers: 693
crit path launch: offsetX[6]
Yosys Instances: 602
count of library flops with an enable pin: 0
TritonCTS clock tree: yes
setup violators final: 12
drc violations: 0
CP max-delay cell: nor3b_1
outcome: finished with violations
HP Class: input pin to asynchronous set/reset pin
Antenna Nets Post-Route: 0
Setup Crit Path Kind: input pin to register
Avg Inst Size Synth: 6.580 um2
Seq share, synth: 6.949%
core area: 9415 um2
mapped cell area: 3961 um2
first-pass iteration count of the detailed router: 8
Worst path most repeated cell: buf_4
Placed Area: 6080 um2
unrepaired setup endpoints after global routing: yes
largest delay contributor family on the critical path: simple AND/OR/NAND/NOR gates
IO Port Bufs: 32
setup TNS: -18.59 ns
failing checks: negative setup slack
area delta synth->final: 73.47%
maxcap violations: 0
gr usage total: 45.82%
Reg clk slew, reported paths: 0.05 ns
DPL Wire Length: 17.00 mm
FFs w/ async S/R, synth: 100.0%
Sink Count: 11
fin crit period: 3.437 ns
CTS H-tree depth: 1
CP Max Fanout: 8
Synth cell types: 80
die width: 101.5 um
initial drt markers: 726
IO Pins: 38
Fin. Hold Viols: 0
max incr delay on CP: 0.72 ns
first-pass GRT wire length: 34.88 mm
Die ar.: 10,310 um2
worst-path cell chain: buf_8, buf_6, buf_4, nor3_1, xnor2_1, ha_1, inv_1, a21oi_1, nor4b_1, nor3b_1, buf_4, and2_1, o311a_1, o2bb2ai_2
data required time of the worst path: 1.46 ns
Root Buffer: clkbuf_8
crit start category: input pin
Power Density: 854.7 nW/um2
Buf+Inv Stages, Crit Path: 5
via density per instance: 6.809
pin count of the biggest net entering global routing: 24
DR vias: 6,564
maximum clock rate: 290.9 MHz
slew margin rel.: 42.77%
initial antenna violation count: 0
synthesized flop and latch total: 11
-- layer usage --
layer	vias up	wire (um)	GRT usage (%)
met4	0	2132	24.97
li1	2810	-	-
met2	596	9795	68.09
met3	180	3514	10.22
met5	-	0	0
met1	2978	9331	61.89
-- final cells by class --
class / count / area [um2] / share of cell area [%]
sequential: 11 / 275.3 / 4.006
clock buffer: 3 / 41.29 / 0.6009
multi-input combinational: 506 / 3842 / 55.92
clock inverter: 1 / 5.005 / 0.07283
inverter: 19 / 86.33 / 1.256
tap: 129 / 161.4 / 2.349
timing repair buffer: 295 / 2460 / 35.80
-- where the power goes --
part	switching, mW	internal, mW
sequential	0.0269	0.398
combinational	2.80	2.31
clock	0.123	0.210
-- registers in the layout, summed over array words and instances, names as in the netlist --
signal / flops
RGBout: 7
HitEdgeCode: 4
-- worst max path at each step --
stage         cells past startpoint  slack, ns        end
global route                     14      -2.11  RGBout[0]
finish                           14      -2.14  RGBout[0]
CTS                              14      -1.47  RGBout[6]
-- synthesized netlist by cell type (all sizes together), types with 5 or more instances --
library cell  number  share of area, %
clkbuf            30               2.8
o31ai              8               1.5
nand2             34               3.2
xnor2             10               2.7
xor2               9               2.0
o221ai             5               1.1
nor2b             13               2.1
o21ai             55               6.9
a211oi            15               2.8
o21a               5              0.95
nand3             24               3.3
nor2              47               4.5
a221oi            13               3.2
inv               18               1.7
a31oi             15               2.4
a21oi             59               7.5
nand2b            16               2.5
o22ai             10               1.6
o211ai            11               2.6
nor3              19               2.4
a311oi            12               2.7
nor4              10               1.9
a221o              6               1.5
buf               36               4.9
nand4              9               1.6
dfrtp             11               6.9
ha                10               3.2
o311ai             6               1.3
and2               8               1.3
o2111ai            5               1.1
-- through the flow --
step	total power [mW]	util (%)	hold slack, ns	std cells
after floorplan	2.495	-	-0.03559	602
after global placement	4.472	64.57	0.6017	936
after detailed placement	4.485	64.57	0.5999	936
after CTS	5.360	70.66	0.3470	956
after global routing	6.100	72.98	0.3759	964
final	5.873	72.98	0.3391	964
-- cells by family after synthesis --
logic type	share of synthesized area [%]
other	0.09467
xor gates and xnor gates	4.675
muxes	0.5054
DFF	6.949
adders and majority gates	4.422
and+or+nand+nor	27.04
buffers and inverters	9.570
AOI/OAI and AO/OA	46.75
-- timing repair --
action,CTS,global route
hold buffers,0,0
gates resized,111,37
setup buffers,16,8
hold endpoints to repair,0,0
pin swaps,45,25
endpoints found under the setup margin,18,15
cloned,1,0
Power figures rest on the tool's default switching activity, not on a simulated workload.
